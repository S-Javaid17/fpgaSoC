$ cat design/flow/run.sh
#!/bin/bash
# OpenROAD 26Q1-2900-gdf79404cd8, Yosys 0.63+post, stock flow scripts
make -C /OpenROAD-flow-scripts/flow DESIGN_CONFIG=/design/flow/config.mk WORK_HOME=/design/flow/orfs finish
$ cat design/flow/config.mk
export PLATFORM = sky130hd
export DESIGN_NAME = debounce_core
export DESIGN_NICKNAME = debounce_core
export VERILOG_FILES = /design/flow/design.v
export SDC_FILE = /design/flow/constraint.sdc
export NUM_CORES = 4
export LEC_CHECK = 1
export CORE_UTILIZATION = 40
$ cat design/flow/constraint.sdc
current_design debounce_core

set clk_period 3.1
set clk_io_pct 0.2

create_clock -name clk0 -period $clk_period [get_ports {clk}]

set non_clock_inputs [all_inputs -no_clocks]
set_input_delay [expr $clk_period * $clk_io_pct] -clock clk0 $non_clock_inputs
set_output_delay [expr $clk_period * $clk_io_pct] -clock clk0 [all_outputs]
$ cat design/flow/design.v
`timescale 1ns / 1ps
module debounce_core
   #(parameter W = 8,   
               N = 20   
   )
   (
    input  logic clk,
    input  logic reset,
    input  logic cs,
    input  logic read,
    input  logic write,
    input  logic [4:0] addr,
    input  logic [31:0] wr_data,
    output logic [31:0] rd_data,
    input logic [W-1:0] din
   );
   logic [W-1:0] rd_data_reg;
   logic ms10_tick;
   logic [W-1:0] db_out;
   always_ff @(posedge clk, posedge reset)
      if (reset)
         rd_data_reg <= 0;
      else   
      	 rd_data_reg <= din;
   debounce_counter  #(.N(N)) db_counter_unit (.*);
   generate
      genvar i;
      for (i=0; i<W; i=i+1) 
      begin:  fsm_cell_gen
         debounce_fsm  db_fsm_unit (.*, .btn(din[i]), .db(db_out[i]));
      end
   endgenerate
   assign rd_data[W-1:0] = (addr[0]) ? db_out : rd_data_reg;
   assign rd_data[31:W] = 0;
endmodule  
`timescale 1ns / 1ps
module debounce_counter
   #(parameter N=20)   
   (
    input  logic clk, reset,
    output logic ms10_tick
   );
   logic [N-1:0] r_reg;
   logic [N-1:0] r_next;
   always_ff @(posedge clk, posedge reset)
      if (reset)
         r_reg <= 0;  
      else
         r_reg <= r_next;
   assign r_next = r_reg + 1;
   assign q = r_reg;
   assign ms10_tick = r_reg==0;
endmodule
`timescale 1ns / 1ps
module debounce_fsm
   (
    input  logic clk, reset,
    input  logic btn,
    input  logic ms10_tick,
    output logic db
   );
   typedef enum {zero, wait1_1, wait1_2, wait1_3, 
                 one, wait0_1, wait0_2, wait0_3 } state_type;
   state_type state_reg, state_next;
   always_ff @(posedge clk, posedge reset)
      if (reset)
         state_reg <= zero;
      else
         state_reg <= state_next;
   always_comb 
   begin
      state_next = state_reg;  
      db = 1'b0;              
      case (state_reg)
         zero:
            if (btn)
               state_next = wait1_1;
         wait1_1:
            if (~btn)
               state_next = zero;
            else
               if (ms10_tick)
                  state_next = wait1_2;
         wait1_2:
            if (~btn)
               state_next = zero;
            else
               if (ms10_tick)
                  state_next = wait1_3;
         wait1_3:
            if (~btn)
               state_next = zero;
            else
               if (ms10_tick)
                  state_next = one;
         one:
            begin
              db = 1'b1;
              if (~btn)
                 state_next = wait0_1;
            end
         wait0_1:
            begin
               db = 1'b1;
               if (btn)
                  state_next = one;
               else
                 if (ms10_tick)
                    state_next = wait0_2;
            end
         wait0_2:
            begin
               db = 1'b1;
               if (btn)
                  state_next = one;
               else
                 if (ms10_tick)
                    state_next = wait0_3;
            end
         wait0_3:
            begin
               db = 1'b1;
               if (btn)
                  state_next = one;
               else
                 if (ms10_tick)
                    state_next = zero;
            end
         default: state_next = zero;
      endcase
   end
endmodule
==> ds_physical_params.txt <==
Table: implementation figures

Parameter                              Value

Run status
  Outcome .................. completed

Placement
  Post-detail-place hpwl .................. 3.96 mm
  Count of buffers from port buffering .................. 18
  Placed Area .................. roughly 0.0042 mm2
  Post-placement setup slack .................. 0.445 ns
  Placed Instances .................. 488
  Final RePlAce weighted congestion .................. 0.793

Floorplanning
  Height of the chip .................. between 100 and 150 um
  Area of the chip .................. 0.0103 mm2
  Core utilization before placement .................. 42.0%
  Row Count .................. 35
  Core Box Area .................. 0.00942 mm2
  Count of pins on the block boundary .................. 82
  Die boundary width .................. 101 um

Pwr
  Switching component of the power .................. 566 uW
  VDD IR max .................. 0.000189 V
  Internal portion of total power .................. 1.66 mW
  Combinational Power Share .................. 7.9%
  Clock share of power .................. 34.2%
  Cell area power density .................. 506 mW/mm2
  Seq pwr share .................. 57.9%
  Static leakage .................. about 1.9 nW
  Net switching fraction of the power .................. 25.5%

Critical path
  CP Launch Type .................. primary input
  Peak fanout along the critical path .................. 16
  Worst EP required .................. around 2.5 ns
  Worst setup path startpoint .................. addr[0]
  Start of the worst register-to-register path .................. db_counter_unit.r_reg[0]
  Category of the worst setup path capture point .................. output pin
  Critical Path Stages .................. 5
  Largest delay contributor family on the critical path .................. buffers and inverters
  Library cell appearing most often on the critical path .................. sky130_fd_sc_hd__clkdlybuf4s50_1
  Kind of critical path .................. primary input to output pin
  Critical path data arrival time .................. 2.06 ns
  Worst path slowest cell .................. sky130_fd_sc_hd__clkdlybuf4s50_1
  Slowest Stage Delay on Critical Path .................. between 0.4 and 0.5 ns
  Critical path buffer and inverter count .................. 3
  Critical path cell sequence .................. clkdlybuf4s50_1 > buf_4 > nor2_1 > a21oi_1 > clkdlybuf4s50_1
  Reg2Reg Depth .................. 7

Clock tree
  Number of clock buffers inserted by TritonCTS .................. 9
  Insertion delay of the later-clocked pin in the worst-skew pair .................. 0.36 ns
  H-tree lvl count .................. 3
  Maximum buffer depth of the clock tree .................. 2
  Clock-pin slew on the worst setup and hold paths .................. 0.09 ns
  Hold buffers post-CTS .................. 0
  Post-CTS Resized .................. 0
  Clock tree from TritonCTS .................. done
  Root Driver .................. sky130_fd_sc_hd__clkbuf_8
  Number of clock sinks .................. 92
  Setup fix buffers added after clock tree synthesis .................. 0

Synth
  Count of instantiated cells in the yosys netlist .................. 347
  Count of unique library cells instantiated by Yosys .................. 28
  Number of flops mapped to enable cells by yosys .................. 0
  Top cells by area .................. sky130_fd_sc_hd__dfrtp_1, sky130_fd_sc_hd__mux2i_1, sky130_fd_sc_hd__nand2_1
  Chip area estimate from yosys synthesis .................. about 0.0040 mm2
  Post-synth design cell area .................. 0.00395 mm2
  Post-synthesis instance total .................. 347
  Proportion of synthesized flip-flops having asynchronous set or reset .................. 100%
  Fraction of post-synthesis cell area in the top cell type by area .................. a little over half
  Mean area per synthesized cell .................. 11.4 um2
  Sequential area share after synthesis .................. roughly three fifths
  Tally of yosys warning messages .................. 4
  Area leader, netlist .................. sky130_fd_sc_hd__dfrtp_1
  Flops out of synthesis .................. ~92
  Most instantiated flip-flop cell in the synthesis netlist .................. sky130_fd_sc_hd__dfrtp_1

Routing
  Number of antenna repair diodes .................. 0
  Number of routed nets with antenna violations .................. 0
  Ratio of routed vias to standard cells .................. approximately 5
  Detailed router's first-iteration violation count .................. 102
  1st-pass router iterations .................. 4
  DR vias .................. roughly 2500
  DRC violations left .................. 0
  Wire length after detailed routing .................. 6.21 mm
  Post-DR wirelength/cell .................. 12.3 um

Cells and area
  Most frequent logic cells in the routed design .................. sky130_fd_sc_hd__dfrtp_1, sky130_fd_sc_hd__nand2_1, sky130_fd_sc_hd__mux2i_1
  Final non-filler cell total .................. 504
  Proportion of layout cells with a drive suffix above 1 .................. around a tenth
  Non-Filler Cell Area, Final .................. around 0.0044 mm2
  Max reg flops .................. 64
  Synth-to-Final Area Change .................. 11.1%
  Final core occ .................. 46.7%
  Most frequent logic cell in the layout .................. sky130_fd_sc_hd__dfrtp_1

Final timing
  Final worst-path cycle share .................. 86.5%
  Slew at the pin closest to its max-slew limit .................. 0.637 ns
  PnR worst setup slack .................. 0.419 ns
  Number of failing setup endpoints in the final timing report .................. 0
  Timing-limited maximum frequency .................. 373 MHz
  Setup repair after global routing missed its margin .................. false
  Time the final worst path needs with I/O delays and setup .................. approximately 2.7 ns
  Max-slew headroom at the worst pin .................. 57.5%
  Final Hold Violation Tally .................. 0
  Final slew viol count .................. 0
  Clock skew after layout .................. 0.0104 ns
  Total negative slack .................. 0 ns

GRT
  Total grt overflow .................. 0
  Initial antenna violation count .................. 0
  Global-route wire length before repair .................. 10.9 mm
  Vias in the first global route .................. 2363
  Pin count of the biggest net entering global routing .................. 58
  Aggregate global-route resource usage .................. 13.9%

Min path
  Beginning of the worst hold path .................. db_counter_unit.r_reg[19]
  Hold Path Depth .................. 1
  Class of the most critical hold timing path .................. flip-flop to flip-flop

Job
  Tool warning count .................. 65
  Number of violations of the max-capacitance limit .................. 0
cells by family after synthesis:
logic type               count (synthesis)  share of synthesized area, %
AND/OR/NAND/NOR                        117                          13.6
flip-flops                              92                          58.5
buffers and inverters                   45                          7.15
AND-OR/OR-AND                           40                          7.91
multiplexers                            32                          8.10
XOR/XNOR                                18                          3.99
adder cells (fa/ha/maj)                  2                         0.633
other                                    1                        0.0948
synth_stat cells (3+ instances only):
cell / number
sky130_fd_sc_hd__o2bb2ai_1: 8
sky130_fd_sc_hd__and3_1: 3
sky130_fd_sc_hd__dfstp_2: 8
sky130_fd_sc_hd__a21oi_1: 8
sky130_fd_sc_hd__o21ai_0: 6
sky130_fd_sc_hd__buf_4: 25
sky130_fd_sc_hd__xor2_1: 9
sky130_fd_sc_hd__o22ai_2: 10
sky130_fd_sc_hd__mux2i_1: 32
sky130_fd_sc_hd__o22ai_1: 6
sky130_fd_sc_hd__nor4_1: 21
sky130_fd_sc_hd__buf_2: 4
sky130_fd_sc_hd__nand3_1: 8
sky130_fd_sc_hd__dfrtp_1: 84
sky130_fd_sc_hd__xnor2_1: 9
sky130_fd_sc_hd__nor2_1: 13
sky130_fd_sc_hd__inv_1: 12
sky130_fd_sc_hd__nand4_1: 5
sky130_fd_sc_hd__nand2_1: 62
power groups by stage:
stage	Clock [mW]	Sequential [mW]	Combinational [mW]
6_report	0.760	1.28	0.176
5_1_grt	0.849	1.29	0.204
4_1_cts	0.802	1.29	0.181
routing by layer:
metal	wire length (um)	track usage (%)	vias up
li1	-	-	1210
met1	3080	21.6	1219
met2	2840	21.5	38
met3	223	3.36	5
met4	69	1.23	0
met5	0	0	-
cell type report:
cell class	instances	area (um2)
multi-input cells	233	1450
fillers	812	5020
well taps	129	161
clock buffers	9	124
clock inverters	7	62.6
inverters	12	46.3
repair buffers	22	235
flip-flops and latches	92	2310
worst paths after layout:
kind,endpoint,slack [ns]
max reg2reg,fsm_cell_gen[4].db_fsm_unit.state_reg[6],1.13
max,rd_data[3],0.42
min reg2reg,db_counter_unit.r_reg[19],0.48
min,db_counter_unit.r_reg[19],0.48
min in group asynchronous,fsm_cell_gen[4].db_fsm_unit.state_reg[4],0.64
max in group asynchronous,fsm_cell_gen[6].db_fsm_unit.state_reg[0],1.70
through the flow:
stage	hold WS [ns]	total power [mW]
final	0.480	2.22
after floorplan	0.447	1.43
after CTS	0.484	2.27
after global placement	0.467	1.49
after detailed placement	0.467	1.49
after global routing	0.509	2.35
worst reg2reg max path, stage by stage, from the launching register on:
cell and delay [ns]:
sky130_fd_sc_hd__dfrtp_1 0.42, sky130_fd_sc_hd__inv_1 0.09, sky130_fd_sc_hd__ha_1 0.14, sky130_fd_sc_hd__nor4b_1 0.30, sky130_fd_sc_hd__nand2_1 0.17, sky130_fd_sc_hd__nor3_4 0.22, sky130_fd_sc_hd__buf_12 0.30, sky130_fd_sc_hd__mux2i_1 0.26
No activity file was given, so power comes from the tool's default toggle rates.
