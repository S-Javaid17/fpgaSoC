==> design.v <==
`timescale 1ns / 1ps
module baudrate_generator
    (
        input logic clk, reset,
        input logic [10 : 0] dvsr, 
        output logic tick
    );
logic [10 : 0] Q_next, Q_reg;
always_ff @(posedge clk, posedge reset) 
begin
    if (reset) 
    begin
        Q_reg <= 0;
    end
    else
        Q_reg <= Q_next;
end
assign Q_next = (Q_reg == dvsr) ? 0 : Q_reg + 1; 
assign tick = (Q_reg == 1);  
endmodule
`timescale 1ns / 1ps
module fifo
#(parameter ADDR_WIDTH = 4, DATA_WIDTH = 8)
(
    input logic clk, reset,
    input logic [DATA_WIDTH - 1: 0] w_data, 
    output logic [DATA_WIDTH - 1: 0] r_data, 
    input logic wr, rd,
    output logic full, empty
);
logic [ADDR_WIDTH - 1: 0] w_addr, r_addr;  
logic wr_en, full_tmp;
   assign wr_en = wr & ~full_tmp;
   assign full = full_tmp;
reg_file #(.ADDR_WIDTH(ADDR_WIDTH), .DATA_WIDTH(DATA_WIDTH)) RegFile
(
    .*  
);
fifo_ctrl #(.ADDR_WIDTH(ADDR_WIDTH)) CtrlUnit
(
    .*, .full(full_tmp)
);
endmodule
`timescale 1ns / 1ps
module fifo_ctrl
#(parameter ADDR_WIDTH = 4)
(
    input logic clk, reset,
    input logic wr, rd,  
    output logic empty, full,  
    output logic [ADDR_WIDTH - 1: 0] w_addr, 
    output logic [ADDR_WIDTH - 1: 0] r_addr 
);
logic [ADDR_WIDTH-1:0] w_ptr_logic, w_ptr_next, w_ptr_succ; 
logic [ADDR_WIDTH-1:0] r_ptr_logic, r_ptr_next, r_ptr_succ; 
logic full_logic, empty_logic, full_next, empty_next;
always_ff @( posedge clk, posedge reset ) 
begin
    if (reset)
        begin
            w_ptr_logic <= 0;
            r_ptr_logic <= 0;
            full_logic <= 1'b0;
            empty_logic <= 1'b1;  
        end   
    else
        begin
            w_ptr_logic <= w_ptr_next;
            r_ptr_logic <= r_ptr_next;
            full_logic <= full_next;
            empty_logic <= empty_next;
        end
end
always_comb 
begin
      w_ptr_succ = w_ptr_logic + 1;
      r_ptr_succ = r_ptr_logic + 1;
      w_ptr_next = w_ptr_logic;
      r_ptr_next = r_ptr_logic;
      full_next = full_logic;
      empty_next = empty_logic;
    unique case ({wr, rd}) 
        2'b01:  
            begin
                if (~empty_logic)
                begin
                    r_ptr_next = r_ptr_succ;
                    full_next = 1'b0;  
                    if (r_ptr_succ == w_ptr_logic) 
                        empty_next = 1'b1; 
                end
            end
        2'b10:  
            begin
                if (~full_logic) 
                begin
                    w_ptr_next = w_ptr_succ;
                    empty_next = 1'b0;  
                     if (w_ptr_succ == r_ptr_logic) 
                        full_next = 1'b1; 
                end
            end
        2'b11:  
            begin
               w_ptr_next = w_ptr_succ;
               r_ptr_next = r_ptr_succ;
            end
        default: ; 
    endcase
end
   assign w_addr = w_ptr_logic;
   assign r_addr = r_ptr_logic;
   assign full = full_logic;
   assign empty = empty_logic;
endmodule
`timescale 1ns / 1ps
module reg_file
  #(parameter ADDR_WIDTH = 2, DATA_WIDTH = 8)
    (
        input logic clk,
        input logic wr_en, 
        input logic [ADDR_WIDTH - 1: 0] r_addr,  
        input logic [ADDR_WIDTH - 1: 0] w_addr,  
        input logic [DATA_WIDTH - 1: 0] w_data,
        output logic [DATA_WIDTH - 1: 0] r_data
    );
    logic [DATA_WIDTH - 1: 0] memory [0: 2 ** ADDR_WIDTH - 1];
    always_ff @(posedge clk)
    begin
        if (wr_en)
            memory[w_addr] <= w_data;
    end
    assign r_data = memory[r_addr];
endmodule
`timescale 1ns / 1ps
module top_uart
#(parameter  FIFO_DEPTH_BIT = 8)   
    (
        input logic clk, reset,
        input logic cs,  
        input logic read, 
        input logic write, 
        input logic [4:0] addr, 
        input logic [31: 0] wr_data,  
        output logic [31: 0] rd_data, 
        input logic rx,
        output logic tx
    );
    logic wr_dvsr; 
    logic [10:0] dvsr_reg;  
    logic rd_uart;
    logic rx_empty;
    logic [7:0] r_data;
    logic wr_uart;
    logic tx_full;
    logic ctrl_reg; 
    uart #(.DBIT(8), .SB_TICK(16), .FIFO_W(FIFO_DEPTH_BIT)) UART_unit
    (
        .*, .dvsr(dvsr_reg), .w_data(wr_data[7:0]) 
    );
    always_ff @( posedge clk, posedge reset ) 
        if (reset) 
            dvsr_reg <= 0;   
        else
            if (wr_dvsr) 
                dvsr_reg <= wr_data[10:0]; 
   assign wr_dvsr = (write && cs && (addr[1:0]==2'b01));  
   assign wr_uart = (write && cs && (addr[1:0]==2'b10));  
   assign rd_uart = (write && cs && (addr[1:0]==2'b11));  
   assign rd_data = {22'h000000, tx_full,  rx_empty, r_data}; 
endmodule
`timescale 1ns / 1ps
module uart
#(parameter DBIT = 8, SB_TICK = 16,  FIFO_W = 2)      
    (
        input logic clk, reset,
        input logic [10 : 0] dvsr,
        input logic rx,
        input logic rd_uart,
        output logic rx_empty,
        output logic [DBIT - 1: 0] r_data,
        input logic [DBIT - 1: 0] w_data,
        input logic wr_uart,
        output logic tx_full,
        output logic tx
    );
   logic tick, rx_done_s_tick, tx_done_tick;
   logic tx_empty, tx_fifo_not_empty;
   logic [DBIT - 1: 0] tx_fifo_out, rx_data_out;
baudrate_generator Baudrate_Generator 
(.*);
uart_rx #(.DBIT(DBIT), .SB_TICK(SB_TICK)) Receiver
(.*, .s_tick(tick), .dout(rx_data_out));
fifo #(.DATA_WIDTH(DBIT), .ADDR_WIDTH(FIFO_W)) fifo_rx_unit
(.*, .rd(rd_uart), .wr(rx_done_tick), .w_data(rx_data_out),
 .empty(rx_empty), .full(), .r_data(r_data));
uart_tx #(.DBIT(DBIT), .SB_TICK(SB_TICK)) Transmitter
(.*, .s_tick(tick), .tx_start(tx_fifo_not_empty), .din(tx_fifo_out));
fifo #(.DATA_WIDTH(DBIT), .ADDR_WIDTH(FIFO_W)) fifo_tx_unit
(.*, .rd(tx_done_tick), .wr(wr_uart), .w_data(w_data), .empty(tx_empty),
 .full(tx_full), .r_data(tx_fifo_out));
assign tx_fifo_not_empty = ~tx_empty;
endmodule
`timescale 1ns / 1ps
module uart_rx
#(parameter DBIT = 8, SB_TICK = 16) 
    (
        input logic clk, reset,
        input logic s_tick,
        input logic rx,
        output logic rx_done_tick,
        output logic [DBIT - 1: 0] dout
    );
typedef enum { idle, start, data, stop} state_type;
state_type state_next, state_reg; 
logic [3: 0] s_next, s_reg;  
logic [$clog2(DBIT) - 1: 0] n_next, n_reg;  
logic [DBIT - 1: 0] b_next, b_reg;  
always_ff @( posedge clk, posedge reset ) 
begin
    if (reset)
        begin
            state_reg <= idle;
            s_reg <= 0;
            n_reg <= 0;
            b_reg <= 0;
        end
    else
        begin
            state_reg <= state_next;
            s_reg <= s_next;
            n_reg <= n_next;
            b_reg <= b_next;
        end
end
always_comb 
    begin
        state_next = state_reg;
        rx_done_tick = 1'b0;
        s_next = s_reg;
        n_next = n_reg;
        b_next = b_reg;
            case (state_reg)
                idle:
                    if (~rx) 
                        begin
                            s_next = 0;   
                            state_next = start;
                        end  
                start:
                    if (s_tick) 
                            if (s_reg == 7) 
                                begin
                                    s_next = 0;
                                    n_next = 0;
                                    state_next = data;
                                end
                            else
                                begin
                                    s_next = s_reg + 1;
                                end    
                data:
                    if (s_tick) 
                            if (s_reg == 15) 
                                begin
                                    s_next = 0;
                                    b_next = {rx, b_reg[DBIT - 1: 1]};
                                    if (n_reg == (DBIT - 1)) 
                                        state_next = stop;        
                                    else
                                        n_next = n_reg + 1;
                                end
                            else
                                    s_next = s_reg + 1;
                stop:
                    if (s_tick) 
                            if (s_reg == (SB_TICK - 1)) 
                                begin
                                    rx_done_tick = 1'b1;
                                    state_next = idle;
                                end
                            else
                                    s_next = s_reg + 1;
        endcase
end
assign dout = b_reg;
endmodule
`timescale 1ns / 1ps
module uart_tx
#(parameter DBIT = 8, SB_TICK = 16) 
    (
        input logic clk, reset,
        input logic s_tick,
        input logic tx_start,
        input logic [DBIT - 1: 0] din,
        output logic tx,
        output logic tx_done_tick
    );
typedef enum { idle, start, data, stop} state_type;
state_type state_next, state_reg; 
logic [3: 0] s_next, s_reg;  
logic [$clog2(DBIT) - 1: 0] n_next, n_reg;  
logic [DBIT - 1: 0] b_next, b_reg;  
logic tx_reg, tx_next;  
always_ff @( posedge clk, posedge reset ) 
begin
    if (reset)
        begin
            state_reg <= idle;
            s_reg <= 0;
            n_reg <= 0;
            b_reg <= 0;
            tx_reg <= 1'b1; 
        end
    else
        begin
            state_reg <= state_next;
            s_reg <= s_next;
            n_reg <= n_next;
            b_reg <= b_next;
            tx_reg <= tx_next;
        end
end
always_comb 
    begin
        state_next = state_reg;
        tx_done_tick = 1'b0;
        s_next = s_reg;
        n_next = n_reg;
        b_next = b_reg;
        tx_next = tx_reg;
            case (state_reg)
                idle:
                    begin
                        tx_next = 1'b1;
                        if (tx_start) 
                            begin
                                s_next = 0;
                                b_next = din;    
                                state_next = start;
                            end
                    end
                start:
                    begin
                        tx_next = 1'b0;
                        if (s_tick) 
                            if (s_reg == 15) 
                                begin
                                    s_next = 0;
                                    n_next = 0;
                                    state_next = data;
                                end
                            else
                                    s_next = s_reg + 1;
                    end    
                data:
                    begin
                        tx_next = b_reg[0];
                        if (s_tick) 
                                if (s_reg == 15) 
                                    begin
                                        s_next = 0;
                                        b_next = b_reg >> 1;
                                        if (n_reg == (DBIT - 1)) 
                                            state_next = stop;        
                                        else
                                            n_next = n_reg + 1;
                                    end
                                else
                                        s_next = s_reg + 1;
                    end
                stop:
                    begin
                        tx_next = 1'b1;
                        if (s_tick) 
                                if (s_reg == (SB_TICK - 1)) 
                                    begin
                                        tx_done_tick = 1'b1;
                                        state_next = idle;
                                    end
                                else
                                        s_next = s_reg + 1;
                    end
            endcase
    end
assign tx = tx_reg;
endmodule
==> run.sh <==
#!/bin/bash
# OpenROAD 26Q1-2900-gdf79404cd8, Yosys 0.63+post, stock flow scripts
make -C /OpenROAD-flow-scripts/flow DESIGN_CONFIG=/design/flow/config.mk WORK_HOME=/design/flow/orfs finish
==> config.mk <==
export PLATFORM = sky130hd
export DESIGN_NAME = top_uart
export DESIGN_NICKNAME = top_uart
export VERILOG_FILES = /design/flow/design.v
export SDC_FILE = /design/flow/constraint.sdc
export NUM_CORES = 4
export LEC_CHECK = 1
export CORE_UTILIZATION = 30
==> constraint.sdc <==
current_design top_uart

set clk_period 63.4
set clk_io_pct 0.2

create_clock -name clk0 -period $clk_period [get_ports {clk}]

set non_clock_inputs [all_inputs -no_clocks]
set_input_delay [expr $clk_period * $clk_io_pct] -clock clk0 $non_clock_inputs
set_output_delay [expr $clk_period * $clk_io_pct] -clock clk0 [all_outputs]
==> results.cfg <==
; synthesis and place-and-route metrics
[clock_tree]
clock_sinks = 4193
cts_made_buffers = 398
clk_latency_ps = 960
cts-root-buf = clkbuf_16
holdBufCountCts = 0
post_cts_buffers = 0
cts.path.max_buffers = 4
htree_num_levels = 5
cts_resized = 0
cts_tree = built
clk_pin_slew_ps = 60

[final_timing]
finalSetupViolCount = 0
period_used_pct = 32.2
worst_slack_ps = 42950
finClkSkew_ps = 63.0
rsz0062_at_grt = false
slew_headroom_pct = 14.9
min_period_ps = 20450
clock.fmax_mhz = 48.9
tns_ps = 0
timing.final.hold_violations = 0
maxSlewViolCount = 0
worstMarginPinSlew_ps = 1240

[synthesis]
synthXorXnorAreaFrac_pct = 0.440
synth-main-ff-cell = edfxtp_1
yosys_area_um2 = 163000
top_cell_area_share_pct = 75.3
syn_area_per_cell_um2 = 21.4
adder_share_pct = 0.153
edf_count = 4096
yosysMostFrequentCell = edfxtp_1
synthCells = 7626
ys_top_logic_family = multiplexers
mux_share_pct = 16.5
area_leaders = edfxtp_1, mux4_2, dfrtp_1
yosys.area.top_type = edfxtp_1
yosys.stat.seqShare_pct = 76.8
yosysCellCount = 7626
top_cells_by_count = edfxtp_1, mux4_2, nor2_1
async_reset_ff_share_pct = 2.31
synthSimpleGateAreaFrac_pct = 2.78
synth-compound-area-share_pct = 1.96
synth_cell_types = 69
ys_ff = 4193
yosysWarningCount = 7
synth_area_um2 = 163000

[worst_hold_path]
hold_end = UART_unit.Transmitter.b_reg[3]
hp-class = reg2reg
hold_start = UART_unit.Transmitter.b_reg[3]
min_path_cells = 2

[detailed_routing]
vias = 76600
routed-wl-met2_mm = 183
wl_met3_mm = 63.8
final_antenna_net_count = 0
route.layer.met1.wl_mm = 125
drtIter0Drc = 4990
viasPerCell = 4.99
wirelength_mm = 385
drc_errors = 0
drt-wirelength-per-cell_um = 25.1
highest_layer = met5
dr.pass1.iters = 5

[placement]
gp_congestion = 0.884
hpwlAfterDp_mm = 232
placed_cell_area_um2 = 173000
pre_cts_slack_ps = 43780
portBuffers = 28

[critical_path]
start_kind = flip-flop
cp_max_fo = 34
criticalPathCategory = reg2out
required_ps = 50720
reg2reg_to = UART_unit.Transmitter.b_reg[1]
cp.arrival_ps = 7770
critPathCaptureType = primary output
r2r_start = UART_unit.fifo_tx_unit.CtrlUnit.r_ptr_logic[2]
r2r_slack_ps = 58170
reg2reg_depth = 9

[cells_and_area]
comb_area_um2 = 35800
seq_area_um2 = 125000
final_area_um2 = 185000
area_growth_pct = 13.5
drive_gt1_share_pct = 24.8
fill_cells = 49000
largestRegisters = UART_unit.fifo_rx_unit.RegFile.memory (2048), UART_unit.fifo_tx_unit.RegFile.memory (2048)

[floorplanning]
ios = 76
core_um2 = 542000
row_count = 270
die_y_um = 740
die_area_um2 = 547000
core_util_floorplan_pct = 30.2
die_x_um = 740

[power_and_ir_drop]
power_density_nw_per_um2 = 32.6
power_leakage_nw = 55.1
power.total_mw = 6.04
ir_drop_uv = 23.8

[global_routing]
grt-ovfl-total = 0
grt_antenna_before_repair = 10
grt_util_all_layers_pct = 15.0
grt_max_degree = 141
grt_pass1_vias = 85700
grt_first_pass_wirelength_mm = 568

[run_status]
status = completed

[job]
cap_viol_max_count = 0
warning_count = 69
cells in the final DEF, fill, tap and decap left out, drive strengths merged, types with 40 or more instances in the layout:
cell type  instances
nand3             87
bufinv            40
clkinv           178
buf              224
xnor2             57
mux2              65
dfrtp             92
mux4            1103
mux2i            140
o21ai             40
nand2            218
a21oi            101
edfxtp          4096
nor2             583
clkbuf           485
a22oi             91
o22ai             80
per-layer routing:
layer | up-vias | track usage [%]
met2 | 4669 | 23.0
met1 | 39100 | 16.1
li1 | 32200 | -
met5 | - | 0.839
met4 | 28 | 3.89
met3 | 650 | 11.8
worst max-delay path by stage:
stage	from	end	slack, ps	cells after the start
after CTS	UART_unit.fifo_rx_unit.CtrlUnit.r_ptr_logic[0]	rd_data[6]	42770	10
final	UART_unit.fifo_rx_unit.CtrlUnit.r_ptr_logic[0]	rd_data[6]	42950	10
after global routing	UART_unit.fifo_rx_unit.CtrlUnit.r_ptr_logic[0]	rd_data[6]	42370	10
through the flow:
stage	std cells	util (%)	hold WS [ps]
floorplan	7647	-	453
global placement	14600	31.9	474
detailed placement	14600	31.9	485
CTS	15400	34.2	498
global route	15400	34.2	521
finish	15400	34.2	495
where the power goes:
part	internal, mW	switching (mW)	total, mW
clock	1.34	1.01	2.35
combinational	0.243	0.333	0.576
sequential	3.07	0.0345	3.11
logic make-up after synthesis:
group | count (synthesis)
flops | 4193
mux | 1308
buf+inv | 492
xor+xnor | 82
simple gates | 1058
other cells | 1
fa+ha+maj | 20
compound gates | 472
worst max-delay path, cell delays in order, from the launching register on:
cell and delay [ps]:
dfrtp_4 800, buf_4 670, buf_4 660, buf_4 680, buf_4 690, mux4_2 660, mux4_2 500, a22oi_1 550
a21oi_1 310, or4_1 740, clkdlybuf4s50_1 470
final cells by class:
class / instances / share of cell area (%)
Clock inverter: 250 / 1.29
Antenna cell: 7 / 0.00945
Clock buffer: 477 / 5.65
Multi-Input combinational cell: 2962 / 19.3
Tap cell: 7208 / 4.86
Sequential cell: 4193 / 67.7
Timing Repair Buffer: 252 / 1.16
Inverter: 18 / 0.0398
Power figures rest on the tool's default switching activity, not on a simulated workload.
